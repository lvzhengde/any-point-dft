===== flow/design.v =====
`timescale 1ns/100ps
module cyc_recon(
  clk_sys, 
  rst_sys_n, 
  block_sync_i, 
  data_val_i, 
  data_real_i,
  data_imag_i,
  trans_len_i,
  re_i,
  dout_o, 
	empty_o, 
	almost_empty_o
  );
  parameter DATA_WIDTH = 2*(16);
  input    clk_sys;
  input    rst_sys_n;
  input    block_sync_i;
  input    data_val_i;
  input signed [(16)-1:0] data_real_i;
  input signed [(16)-1:0] data_imag_i;
  input [10:0]  trans_len_i;
  input    re_i;
  output [DATA_WIDTH-1:0] dout_o;
  output empty_o;
  output almost_empty_o;
  wire  we;
  wire  [DATA_WIDTH-1:0] din;
  wire  full;
  wire  almost_full;  
  reg   [10:0] sample_cnt; 
  wire  [10:0] sample_cnt_p1; 
  reg   cyc_run_out;
  reg   [3:0]  run_out_cnt;
  wire  [3:0]  run_out_cnt_p1;
  reg  [DATA_WIDTH-1:0] cyc_mem[(6):0];
  preproc_fifo preproc_fifo(
   .clk_sys         (clk_sys), 
   .rst_sys_n       (rst_sys_n),
   .clr_i           (1'b0),    
   .we_i            (we),     
   .din_i           (din), 
   .re_i            (re_i),     
   .dout_o          (dout_o), 
   .full_o          (full), 
   .empty_o         (empty_o), 
   .almost_full_o   (almost_full),
   .almost_empty_o  (almost_empty_o)
  );  
  always @(posedge clk_sys or negedge rst_sys_n) begin
  	if(!rst_sys_n)
  	  sample_cnt <= 0;
    else if(data_val_i == 1'b1)
    	sample_cnt <= sample_cnt_p1;
  end
  assign sample_cnt_p1 = (block_sync_i) ? 0 : sample_cnt + 1;
  always @(posedge clk_sys) begin
  	if ((data_val_i == 1'b1) && (sample_cnt_p1 <= (6)))
  	  cyc_mem[sample_cnt_p1] <= {data_real_i, data_imag_i};
  end
  always @(posedge clk_sys or negedge rst_sys_n) begin
  	if(!rst_sys_n)
  	  cyc_run_out <= 0;
  	else if(block_sync_i == 1'b1 || run_out_cnt == (6))
  		cyc_run_out <= 0;
  	else if(sample_cnt_p1 == trans_len_i && run_out_cnt == 0)
  		cyc_run_out <= 1;
  end
  always @(posedge clk_sys or negedge rst_sys_n) begin
    if (!rst_sys_n)
    	run_out_cnt <= 0;
    else if (block_sync_i == 1'b1)
    	run_out_cnt <= 0;
    else if (~almost_full && cyc_run_out)
    	run_out_cnt <= run_out_cnt_p1;
  end
  assign run_out_cnt_p1 = run_out_cnt + 1;
  assign cyc_we = (~almost_full && cyc_run_out)? 1'b1 : 1'b0;
  assign we  = (cyc_run_out == 1'b1) ? cyc_we : data_val_i;
  assign din = (cyc_run_out == 1'b1) ? cyc_mem[run_out_cnt] : {data_real_i, data_imag_i}; 
endmodule
module preproc_fifo(
  clk_sys, 
  rst_sys_n,     
  clr_i,         
  we_i,          
  din_i, 
  re_i,          
  dout_o, 
	full_o, 
	empty_o, 
	almost_full_o,
	almost_empty_o
);
parameter DATA_WIDTH = 2*(16);
input     clk_sys;
input     rst_sys_n;
input     clr_i;
input     we_i;
input     [DATA_WIDTH-1:0] din_i;
input     re_i;
output    [DATA_WIDTH-1:0] dout_o;
output    full_o;
output    empty_o;
output    almost_full_o;
output    almost_empty_o;
reg [3:0] wptr;
reg [3:0] rptr;
reg [DATA_WIDTH-1:0] fifo_mem[7:0];
always @(posedge clk_sys or negedge rst_sys_n) begin
  if (!rst_sys_n) begin
  	fifo_mem[0] <= 0;
  	fifo_mem[1] <= 0;
  	fifo_mem[2] <= 0;
  	fifo_mem[3] <= 0;
  	fifo_mem[4] <= 0;
  	fifo_mem[5] <= 0;
  	fifo_mem[6] <= 0;
  	fifo_mem[7] <= 0;  	
  end
  else begin
  	if (we_i && (!full_o))
  	  fifo_mem[wptr[2:0]] <= din_i;
	end
end
assign dout_o = fifo_mem[rptr[2:0]];
always @(posedge clk_sys or negedge rst_sys_n)
  if(!rst_sys_n)
	  wptr <= 4'b0;
  else if(clr_i)
    wptr <= 4'b0;
  else if(we_i && (!full_o))
  	wptr <= wptr + 4'b1;
always @(posedge clk_sys or negedge rst_sys_n)
  if(!rst_sys_n)	
  	rptr <= 4'b0;
  else if(clr_i)
  	rptr <= 4'b0;
  else if(re_i && (!empty_o))
  	rptr <= rptr + 4'b1;
assign empty_o = (wptr[3:0] == rptr[3:0]);
assign full_o  = ((wptr[2:0] == rptr[2:0]) && (wptr[3] != rptr[3]));
wire [3:0] wptr_pl1 = wptr + 4'b1;
wire [3:0] rptr_pl1 = rptr + 4'b1;
assign almost_empty_o = (wptr[3:0] == rptr_pl1[3:0]);
assign almost_full_o  = ((wptr_pl1[2:0] == rptr[2:0]) && (wptr_pl1[3] != rptr[3]));
endmodule

===== flow/run.sh =====
#!/bin/bash
# OpenROAD 26Q1-2900-gdf79404cd8, Yosys 0.63+post, stock flow scripts
make -C /OpenROAD-flow-scripts/flow DESIGN_CONFIG=/design/flow/config.mk WORK_HOME=/design/flow/orfs finish

===== flow/config.mk =====
export PLATFORM = sky130hd
export DESIGN_NAME = cyc_recon
export DESIGN_NICKNAME = cyc_recon
export VERILOG_FILES = /design/flow/design.v
export SDC_FILE = /design/flow/constraint.sdc
export NUM_CORES = 4
export LEC_CHECK = 1
export CORE_UTILIZATION = 50

===== flow/constraint.sdc =====
current_design cyc_recon

set clk_period 10.4
set clk_io_pct 0.2

create_clock -name clk0 -period $clk_period [get_ports {clk_sys}]

set non_clock_inputs [all_inputs -no_clocks]
set_input_delay [expr $clk_period * $clk_io_pct] -clock clk0 $non_clock_inputs
set_output_delay [expr $clk_period * $clk_io_pct] -clock clk0 [all_outputs]

==> run summary <==
The flow completed. Residual DRC count landed at 0. Clock input transition at the sequential cells of the worst setup and hold paths landed at 60 ps. Total leakage power landed at slightly above 9 nW. The power report attributes to the sequential group a share of a little over two fifths. Warning total across the stage logs landed at 35. Share of the yosys chip area belonging to registers landed at slightly above 60%. TritonCTS built the clock tree. Yosys attributes the largest share of cell area to sky130_fd_sc_hd__dfrtp_1, sky130_fd_sc_hd__edfxtp_1, sky130_fd_sc_hd__mux2_2, sky130_fd_sc_hd__mux4_2, sky130_fd_sc_hd__mux2i_1. The floorplan has about 76 rows.

As logged by OpenROAD, the buffers inserted on ports number between 80 and 90. Across every metal layer, demand over resource in global routing totals 24.5%. Biggest fanout along the worst timing path landed at about 45. The pin closest to its max-slew limit shows a slew of around 940 ps. The first global-routing pass estimated 77400 um of wire. By instance count after routing, the leading logic cell types are sky130_fd_sc_hd__mux2_2, sky130_fd_sc_hd__dfrtp_1, sky130_fd_sc_hd__edfxtp_1. Static timing analysis puts the maximum clock frequency at ~160 MHz. According to the hold report, the worst path is of the reg -> reg type.

Switching share of total power landed at 28.8%. The internal portion of the total power is approximately 4.9 mW. Counting flops and latches in the post-synthesis netlist gives 504. Tally of non-filler cells in the final layout landed at roughly 2.2k. The initial antenna violation count was 5. After synthesis, the design contains around 1.5k cells according to Yosys. For this run, the detailed router's first-pass iteration total came to 6. The synthesized netlist occupies a cell area of around 0.022 sq mm.

Summed over its instances, the top area cell type makes up 31.6% of the synthesized netlist area. Post-placement cell count landed at 2123. The flow ran to the end, and the final reports show no timing, DRC or antenna violations. The worst path needs around 6400 ps of the cycle, external delays included. Leftover overflow at the end of global routing landed at 0. Number of buffers added to fix hold violations after cts landed at 0. By instance count, the cell type seen most on the critical path is sky130_fd_sc_hd__buf_4. Gates resized during post-CTS repair numbered 0. Switching component of the power landed at a little under 2 mW. STA classifies the critical path startpoint as a register. The synthesized design contains ~220 enable-type register cells.

Number of sinks on the clock net landed at about 500. Per the slew report, the remaining headroom to the max-slew limit stands at approximately 37%. Per the synthesis report, the dominant area consumer among library cells is sky130_fd_sc_hd__dfrtp_1.

Filler cell count in the final layout landed at 3373. Worst-skew pair later-pin latency landed at slightly below 600 ps. The region available for standard cell placement spans 0.0434 sq mm. Number of endpoints failing setup at the final stage landed at 0.

For this run the detailed placement stage logged an HPWL of 28200 um. Summed over all failing endpoints, the final setup total negative slack is 0 ps. Clock tree synthesis selected as its root buffer the cell sky130_fd_sc_hd__clkbuf_16.

Fraction of registers with async set/reset landed at a little under three fifths. Power spread over the standard cell area amounts to 274 mW/mm^2. Setup repair after global routing left no endpoint under its margin. Per the log, the first TritonRoute iteration ended with a DRC count of between 700 and 800. Weighted congestion at the end of routability-driven global placement landed at ~0.82. The worst setup path is captured at a primary output.

Number of max-slew violations in the final report landed at 0. Count of antenna-violating nets left after detailed routing landed at 0. Arrival time of the worst setup path landed at 4320 ps. The most used flip-flop cell after synthesis is sky130_fd_sc_hd__dfrtp_1. Core utilization before placement landed at about half. Total setup buffers inserted after CTS landed at 0.

The report counts max-capacitance violations totalling 0. Stage delay of the slowest cell on the critical path landed at between 800 and 900 ps. Horizontal extent of the die landed at 212 um. The worst path uses between 60% and 70% of the clock period. Post-route standard cell area excluding fillers landed at roughly 0.025 sq mm. Of the total power, the clock network draws 26.5%. From synthesis to final layout, the design area changed by 14.1%. The clock tree synthesis step divided the H-tree into 2 levels. Number of buffers added by the clock tree synthesis step landed at between 50 and 60.

Peak supply drop landed at approximately 0.00016 V. The via count of the first global-routing pass was between 10k and 15k. The critical path in this run is classified as reg -> out.

Looking at the critical path, the single cell with the biggest stage delay is sky130_fd_sc_hd__dfrtp_2. Counting only logic cells after layout, the most numerous master is sky130_fd_sc_hd__mux2_2. Worst-case hold slack landed at just under 500 ps.

Area of the synthesized netlist per yosys stat landed at between 0.02 and 0.025 sq mm. Once placement finished, the instance area stood at about 0.024 sq mm. Final count of hold timing violations landed at 0. Maximum clock skew at final layout landed at approximately 13 ps. Average detailed-routed wire length per instance landed at about 22 um.

Listed in order, past its start point the critical path passes buf_4 > inv_1 > ha_1 > nor2_1 > nand2_2 > buf_4 > a31oi_1 > clkdlybuf4s50_1. After synthesis, the netlist uses 59 different library cells. Share of power burned in combinational logic landed at just over 30%. Critical path data required time landed at between 8000 and 9000 ps.

Cells with a size suffix above 1 make up just under 30% of the layout. Die footprint landed at roughly 0.045 sq mm. The floorplan step set the die height to approximately 210 um. Ratio of routed vias to standard cells landed at between 5 and 6. Yosys warning count landed at 4. Gate count after technology mapping landed at roughly 1.5k. Maximum count of clock buffers along a single path landed at 3. Maximum number of pins on one net before global-route repair landed at just over 80. The routed design has between 40000 and 50000 um of wire. Mean area per synthesized cell landed at approximately 15 sq um. Overall via count from detail_route landed at roughly 13k. 82 I/O pins were placed. The final report gives the core utilization as roughly 58%.
Yosys cell counts (25+ instances only):
| cell | instances |
|---|---|
| sky130_fd_sc_hd__a21oi_1 | 51 |
| sky130_fd_sc_hd__a222oi_1 | 32 |
| sky130_fd_sc_hd__buf_2 | 25 |
| sky130_fd_sc_hd__clkbuf_1 | 65 |
| sky130_fd_sc_hd__dfrtp_1 | 280 |
| sky130_fd_sc_hd__edfxtp_1 | 224 |
| sky130_fd_sc_hd__mux2_2 | 287 |
| sky130_fd_sc_hd__mux2i_1 | 67 |
| sky130_fd_sc_hd__mux4_2 | 32 |
| sky130_fd_sc_hd__nand2_1 | 92 |
| sky130_fd_sc_hd__nor2_1 | 80 |
| sky130_fd_sc_hd__o21ai_0 | 49 |
stage by stage:
stage	power [mW]	setup slack, ps
floorplan	4.29	4020
global placement	5.09	4660
detailed placement	5.14	4600
CTS	7.00	3960
global route	7.32	3760
finish	6.91	4000
metal layers:
metal / up-vias / share of wire (%) / GRT usage [%]
met2: 354 / 47 / 35.7
met3: 65 / 8.6 / 9.00
met4: 4 / 1.8 / 3.67
met5: - / 0.053 / 0
met1: 6421 / 43 / 39.3
li1: 5911 / - / -
sequential cells by signal, summed over array words and instances (netlist names):
name,cells
preproc_fifo.fifo_mem,256
cyc_mem,224
sample_cnt,11
preproc_fifo.rptr,4
preproc_fifo.wptr,4
run_out_cnt,4
cyc_run_out,1
kinds of logic after synthesis:
logic type      count (synthesis)  synth area share (%)
flops                         504                  62.0
mux                           405                  22.0
simple gates                  232                  4.53
compound gates                213                  6.73
buf+inv                       127                  2.60
xor+xnor                       29                  1.18
fa+ha+maj                      16                 0.904
power by group through the flow:
stage     sequential, mW  combinational, mW  clock, mW
4_1_cts             2.95               2.17       1.88
5_1_grt             3.02               2.34       1.95
6_report            2.95               2.13       1.83
worst max-delay path, delay by kind of cell (launching register included):
| family | cells | cell delay, ps |
|---|---|---|
| buffers and inverters | 4 | 1840 |
| flip-flops | 1 | 830 |
| AND-OR/OR-AND | 1 | 390 |
| adder cells (fa/ha/maj) | 1 | 320 |
| AND/OR/NAND/NOR | 2 | 320 |
area by class of cell:
type | count | area (sq um) | share of cell area, %
Tap cell | 585 | 732 | 2.90
Clock buffer | 80 | 1540 | 6.09
Inverter | 17 | 63.8 | 0.253
Timing Repair Buffer | 122 | 1120 | 4.45
Clock inverter | 18 | 148 | 0.585
Multi-Input combinational cell | 895 | 7900 | 31.3
Antenna cell | 2 | 5.00 | 0.0198
Sequential cell | 504 | 13700 | 54.4
final timing paths:
kind                            depth (start not counted)  slack (ps)                         start                           end
worst max-delay path                                    8        4000          preproc_fifo.rptr[2]                    dout_o[19]
worst min register to register                          1         480  preproc_fifo.fifo_mem[6][18]  preproc_fifo.fifo_mem[6][18]
min in group asynchronous                               1        1500                     rst_sys_n  preproc_fifo.fifo_mem[0][15]
worst max register to register                          7        6990                 sample_cnt[3]                cyc_mem[0][28]
max in group asynchronous                               3        7140                     rst_sys_n  preproc_fifo.fifo_mem[3][10]
worst min-delay path                                    1         480  preproc_fifo.fifo_mem[6][18]  preproc_fifo.fifo_mem[6][18]
Power is estimated from default activity; no workload was simulated.
